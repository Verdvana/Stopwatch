==> design.v <==
module clock(
              input clk, 
              input pause, rst,
              output reg clk_1hz 
); 
reg  [24:0]  cnt;  
always@(posedge clk or negedge pause ) 
begin  
  if(!pause)  
    cnt<=24'd0;  
  else if(cnt==250000)
    begin   
	   cnt<=24'd0;   
		clk_1hz<=~clk_1hz;    
		end  
  else   
    cnt<=cnt+1; 
end 
endmodule 
module cnt10(
             input pause,clk, rst,
             output reg [3:0] cnt,
             output reg out
); 
always@(posedge clk or negedge rst) 
begin  
  if(!rst)   
    cnt<=4'b000; 
  else if(cnt==4'd9)   
    begin cnt<=4'b000; out<=1'b1; end
  else   
    begin cnt<=cnt+1; out<=1'b0; end
end 
endmodule 
module cnt60(
input pause,clk, rst,
output reg [3:0] cnt,
output reg out
); 
always@(posedge clk or negedge rst) 
begin  
  if(!rst)   
    cnt<=4'b000; 
  else if(cnt==4'd9)   
    begin cnt<=4'b000; out<=1'b1; end  
  else   
    begin cnt<=cnt+1; out<=1'b0; end 
end 
endmodule 
module cnt600(
input pause,clk, rst,
output reg [3:0] cnt,
output reg out
); 
always@(posedge clk or negedge rst) 
begin  
  if(!rst)   
    cnt<=4'b000; 
  else if(cnt==4'd9)   
    begin cnt<=4'b000; out<=1'b1; end  
  else   
    begin cnt<=cnt+1; out<=1'b0; end 
end 
endmodule
module cnt3600(
input pause,clk,rst,
output reg [3:0] cnt,
output reg out
); 
always@(posedge clk or negedge rst) 
begin  
  if(!rst)   
    cnt<=4'b000; 
  else if(cnt==4'd5)   
    begin cnt<=4'b000; out<=1'b1; end  
  else   
    begin cnt<=cnt+1; out<=1'b0; end 
end 
endmodule
module cnt36000(
input pause,clk, rst,
output reg [3:0] cnt,
output reg out
); 
always@(posedge clk or negedge rst) 
begin  
  if(!rst)   
    cnt<=4'b000; 
  else if(cnt==4'd9)   
    begin cnt<=4'b000; out<=1'b1; end  
  else   
    begin cnt<=cnt+1; out<=1'b0; end 
end 
endmodule
module cnt21600(
input pause,clk,rst,
output reg [3:0] cnt,
output reg out
); 
always@(posedge clk or negedge rst) 
begin  
  if(!rst)   
    cnt<=4'b000; 
  else if(cnt==4'd5)   
    begin cnt<=4'b000; out<=1'b1; end  
  else   
    begin cnt<=cnt+1; out<=1'b0; end 
end 
endmodule
module segment0(
input        [3:0] cnt, 
output  reg  [6:0] HEX0
);
assign  scan=4'b0001; 
always@(cnt) 
begin   
  case(cnt)   
    4'b0001:HEX0= 7'b1111001;	    
	 4'b0010:HEX0= 7'b0100100; 	 
	 4'b0011:HEX0= 7'b0110000; 	 
	 4'b0100:HEX0= 7'b0011001; 	 
	 4'b0101:HEX0= 7'b0010010; 	 
	 4'b0110:HEX0= 7'b0000010; 	 
	 4'b0111:HEX0= 7'b1111000; 	 
	 4'b1000:HEX0= 7'b0000000; 	 
	 4'b1001:HEX0= 7'b0011000; 	 
	 4'b1010:HEX0= 7'b1000000;
	 default:HEX0= 7'b1000000;  
  endcase 
 end 
endmodule 
module segment1(
input        [3:0] cnt, 
output  reg  [6:0] HEX1
);
assign  scan=4'b0001; 
always@(cnt) 
begin   
  case(cnt)   
    4'b0001:HEX1= 7'b1111001;	    
	 4'b0010:HEX1= 7'b0100100; 	 
	 4'b0011:HEX1= 7'b0110000; 	 
	 4'b0100:HEX1= 7'b0011001; 	 
	 4'b0101:HEX1= 7'b0010010; 	 
	 4'b0110:HEX1= 7'b0000010; 	 
	 4'b0111:HEX1= 7'b1111000; 	 
	 4'b1000:HEX1= 7'b0000000; 	 
	 4'b1001:HEX1= 7'b0011000; 	 
	 4'b1010:HEX1= 7'b1000000;
	 default:HEX1= 7'b1000000;  
  endcase 
 end 
endmodule 
module segment2(
input        [3:0] cnt, 
output  reg  [6:0] HEX0
);
assign  scan=4'b0001; 
always@(cnt) 
begin   
  case(cnt)   
    4'b0001:HEX0= 7'b1111001;	    
	 4'b0010:HEX0= 7'b0100100; 	 
	 4'b0011:HEX0= 7'b0110000; 	 
	 4'b0100:HEX0= 7'b0011001; 	 
	 4'b0101:HEX0= 7'b0010010; 	 
	 4'b0110:HEX0= 7'b0000010; 	 
	 4'b0111:HEX0= 7'b1111000; 	 
	 4'b1000:HEX0= 7'b0000000; 	 
	 4'b1001:HEX0= 7'b0011000; 	 
	 4'b1010:HEX0= 7'b1000000;
	 default:HEX0= 7'b1000000;  
  endcase 
 end 
endmodule 
module segment3(
input        [3:0] cnt, 
output  reg  [6:0] HEX1
);
assign  scan=4'b0001; 
always@(cnt) 
begin   
  case(cnt)   
    4'b0001:HEX1= 7'b1111001;	    
	 4'b0010:HEX1= 7'b0100100; 	 
	 4'b0011:HEX1= 7'b0110000; 	 
	 4'b0100:HEX1= 7'b0011001; 	 
	 4'b0101:HEX1= 7'b0010010; 	 
	 4'b0110:HEX1= 7'b0000010; 	 
	 4'b0111:HEX1= 7'b1111000; 	 
	 4'b1000:HEX1= 7'b0000000; 	 
	 4'b1001:HEX1= 7'b0011000; 	 
	 4'b1010:HEX1= 7'b1000000;
	 default:HEX1= 7'b1000000;  
  endcase 
 end 
endmodule
module segment4(
input        [3:0] cnt, 
output  reg  [6:0] HEX0
);
assign  scan=4'b0001; 
always@(cnt) 
begin   
  case(cnt)   
    4'b0001:HEX0= 7'b1111001;	    
	 4'b0010:HEX0= 7'b0100100; 	 
	 4'b0011:HEX0= 7'b0110000; 	 
	 4'b0100:HEX0= 7'b0011001; 	 
	 4'b0101:HEX0= 7'b0010010; 	 
	 4'b0110:HEX0= 7'b0000010; 	 
	 4'b0111:HEX0= 7'b1111000; 	 
	 4'b1000:HEX0= 7'b0000000; 	 
	 4'b1001:HEX0= 7'b0011000; 	 
	 4'b1010:HEX0= 7'b1000000;
	 default:HEX0= 7'b1000000;  
  endcase 
 end 
endmodule 
module segment5(
input        [3:0] cnt, 
output  reg  [6:0] HEX1
);
assign  scan=4'b0001; 
always@(cnt) 
begin   
  case(cnt)   
    4'b0001:HEX1= 7'b1111001;	    
	 4'b0010:HEX1= 7'b0100100; 	 
	 4'b0011:HEX1= 7'b0110000; 	 
	 4'b0100:HEX1= 7'b0011001; 	 
	 4'b0101:HEX1= 7'b0010010; 	 
	 4'b0110:HEX1= 7'b0000010; 	 
	 4'b0111:HEX1= 7'b1111000; 	 
	 4'b1000:HEX1= 7'b0000000; 	 
	 4'b1001:HEX1= 7'b0011000; 	 
	 4'b1010:HEX1= 7'b1000000;
	 default:HEX1= 7'b1000000;  
  endcase 
 end 
endmodule
==> config.mk <==
export PLATFORM = sky130hd
export DESIGN_NAME = cnt21600
export DESIGN_NICKNAME = cnt21600
export VERILOG_FILES = /design/flow/design.v
export SDC_FILE = /design/flow/constraint.sdc
export NUM_CORES = 4
export LEC_CHECK = 1
export CORE_AREA = 10 10 70 70
export DIE_AREA = 0 0 80 80
==> constraint.sdc <==
current_design cnt21600

set clk_period 1.3
set clk_io_pct 0.2

create_clock -name clk0 -period $clk_period [get_ports {clk}]

set non_clock_inputs [all_inputs -no_clocks]
set_input_delay [expr $clk_period * $clk_io_pct] -clock clk0 $non_clock_inputs
set_output_delay [expr $clk_period * $clk_io_pct] -clock clk0 [all_outputs]
==> run.sh <==
#!/bin/bash
# OpenROAD 26Q1-2900-gdf79404cd8, Yosys 0.63+post, stock flow scripts
make -C /OpenROAD-flow-scripts/flow DESIGN_CONFIG=/design/flow/config.mk WORK_HOME=/design/flow/orfs finish
==> impl_metrics.yaml <==
# flow metrics
outcome:
  status: "complete, no violations"
critical_path:
  worstPathRequired_ns: 1.04
  worstSetupPathType: "flop to output port"
  cp-end-kind: "output port"
  critPathBufInv: 1
  crit_family: "flip-flops"
  crit_slowest_cell: "dfrtp_1"
  path_cells: "dlygate4sd2_1"
  critPathArrivalTime_ns: 0.84
  slowest_delay_ns: 0.36
  path_max_fanout: 2
  worst_setup_path_start_kind: "flop"
clocking:
  htreeDepth: 1
  clk_path_buf_depth: 2
  cts_tree: "yes"
  cts_buffers: 3
  ctsHoldBuffers: 0
  clkTransAtPathRegs_ns: 0.04
  cts_root_buf: "clkbuf_4"
  clk_latency_ns: 0.24
  cts_sinks: 5
final_timing:
  min_period_ns: 1.10
  timing.final.crit_share: 0.849
  setup_violations: 0
  fin_skew_ns: 0.00444
  worstMarginPinSlew_ns: 0.144
  tns_ns: 0
  rsz0062_at_grt: "no"
  finalMaxSlewViolations: 0
  fmax_mhz: 906
  hold_viol_final: 0
  slew_headroom: 0.903
synth:
  ys_warn_count: 1
  ys_sh_mux: 0.0573
  ys_cells: 17
  aoi_share: 0.0764
  xor_share: 0.0446
  ys_ff: 5
  avgSynthCellArea_um2: 11.6
  postSynthCellCount: 17
  synthesis.area_um2: 196
  ys_top_logic_family: "simple AND/OR/NAND/NOR gates"
  adder_share: 0
  synth_seq_share: 0.662
  synth_chip_area_um2: 196
  yosysUniqueCellTypes: 12
  simple_gate_area_frac: 0.121
die:
  initial_core_util: 0.0575
  core_um2: 3420
  die_x_um: 80
  ios: 8
  die_h_um: 80
  rows: 21
  die-area_um2: 6400
finish:
  final_common_cell: "buf_4"
  areaGrowthSynthToFinish_pct: 98.7
  stdcell_count: 80
  drive_gt1_frac: 0.324
  layout.cells.most_common_list: "7 x buf_4, 4 x dfrtp_1, 4 x dlygate4sd2_1, 3 x clkbuf_4"
  nFillCells: 397
  final_area_um2: 390
pwr:
  power_density_nw_per_um2: 889
  power_leakage_nw: 0.185
  ir_drop_v: 0.000139
detailed_routing:
  first_pass_iters: 4
  routed_via_density: 2.20
  routedWlPerCell_um: 5.74
  drc: 0
  ant_nets: 0
  dr_total_vias: 176
  routed_wl_um: 459
  drt_iter0_drc: 5
  antennaDiodeCount: 0
job:
  cap_violations: 0
  warnings: 26
global_routing:
  grt_max_degree: 7
  grt_pass1_vias: 163
  grt_usage: 0.0132
  antenna_found_initial: 0
  grt_pass1_wl_um: 696
  grt.overflow.total: 0
placed_design:
  numPortBuffers: 6
  placed_area_um2: 344
  place.gp.congestion: 0.660
  place_inst: 73
worst_hold_path:
  hp-class: "input pin to asynchronous set/reset pin"
[cell families (layout without fill, tap and decap cells)]
kind of cell | after synthesis | count (layout)
XOR/XNOR | 1 | 1
AND-OR/OR-AND | 3 | 3
buffers and inverters | 2 | 19
flip-flops | 5 | 5
AND/OR/NAND/NOR | 5 | 5
multiplexers | 1 | 1
[synthesized netlist by cell type]
cell | n | area share
o21ai_0 | 1 | 0.025
nor2b_1 | 1 | 0.032
dfrtp_1 | 4 | 0.51
inv_1 | 2 | 0.038
o21ai_1 | 1 | 0.025
mux2_2 | 1 | 0.057
a21oi_1 | 1 | 0.025
nor3_1 | 1 | 0.025
edfxtp_1 | 1 | 0.15
xnor2_1 | 1 | 0.045
nand2_1 | 2 | 0.038
nand3_1 | 1 | 0.025
[layout make-up]
class,count,area (µm²),area share
well taps,46,57.6,0.147
inverters,2,7.51,0.0192
multi-input cells,10,58.8,0.151
repair buffers,13,110,0.282
flip-flops and latches,5,130,0.333
clock buffers,4,26.3,0.0673
[worst paths after layout]
path	startpoint	end	slack, ns	cells past startpoint
worst max-delay path	cnt[1]$_DFF_PN0_	cnt[1]	0.20	1
worst min-delay path	rst	cnt[1]$_DFF_PN0_	0.32	2
worst max register to register	cnt[3]$_DFF_PN0_	cnt[1]$_DFF_PN0_	0.22	5
worst min register to register	cnt[0]$_DFF_PN0_	cnt[0]$_DFF_PN0_	0.56	2
max in group asynchronous	rst	cnt[3]$_DFF_PN0_	0.87	2
min in group clk0	cnt[0]$_DFF_PN0_	cnt[0]$_DFF_PN0_	0.56	2
[flip-flops by register name, indices dropped and copies added (netlist names)]
name,count
cnt,4
out,1
[worst register-to-register path: cells and delay by family (launching register included)]
family	cells	cell delay [ns]
flops	1	0.36
mux	1	0.26
buf+inv	3	0.32
compound gates	1	0.05
[report_power, final]
part	total, mW	internal, mW	switching, mW
Combinational	0.00946	0.00614	0.00332
Sequential	0.162	0.162	0.000288
Clock	0.175	0.116	0.0597
[timing repair]
item,4_1_cts,5_1_grt
endpoints found under the setup margin,4,1
resized,4,1
buffers inserted,3,0
[per-stage QoR]
step,setup slack [ns],total power [mW],hold slack [ns],util
2_1_floorplan,0.446,0.164,-0.0356,-
6_report,0.196,0.347,0.325,0.114
3_5_place_dp,0.133,0.174,0.553,0.101
3_3_place_gp,0.141,0.175,0.549,0.101
4_1_cts,0.00224,0.357,0.324,0.114
5_1_grt,0.139,0.365,0.327,0.114
[per-layer routing]
layer	track usage	share of wire	vias to the layer above
met5	0	0	-
met4	0.00704	0.0087	0
met3	0.00795	0.13	2
met2	0.0185	0.39	9
met1	0.0154	0.47	73
li1	-	-	92
Power is estimated from default activity; no workload was simulated.
